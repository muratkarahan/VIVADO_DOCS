===== flow/design.v =====
`timescale 1ns / 1ps
module gty_to_axis_bridge #(
    parameter DATA_WIDTH = 64,   
    parameter PACKET_SIZE = 1024  
)(
    input  wire                     aclk,
    input  wire                     aresetn,
    input  wire [DATA_WIDTH-1:0]    gty_rx_data,
    input  wire                     gty_rx_valid,
    input  wire                     gty_rx_header_valid,
    input  wire [1:0]               gty_rx_header,
    output wire                     gty_rx_ready,
    output reg  [DATA_WIDTH-1:0]    m_axis_tdata,
    output reg                      m_axis_tvalid,
    output reg                      m_axis_tlast,
    output reg  [(DATA_WIDTH/8)-1:0] m_axis_tkeep,
    input  wire                     m_axis_tready
);
    reg [15:0] byte_counter;
    reg [15:0] packet_byte_count;
    wire transfer_active;
    wire packet_complete;
    assign transfer_active = m_axis_tvalid && m_axis_tready;
    assign packet_complete = (byte_counter >= packet_byte_count - (DATA_WIDTH/8));
    always @(posedge aclk) begin
        if (!aresetn) begin
            packet_byte_count <= PACKET_SIZE;
        end
    end
    always @(posedge aclk) begin
        if (!aresetn) begin
            byte_counter <= 16'd0;
        end else if (transfer_active) begin
            if (m_axis_tlast) begin
                byte_counter <= 16'd0;
            end else begin
                byte_counter <= byte_counter + (DATA_WIDTH/8);
            end
        end
    end
    always @(posedge aclk) begin
        if (!aresetn) begin
            m_axis_tdata <= {DATA_WIDTH{1'b0}};
        end else if (gty_rx_valid && gty_rx_ready) begin
            m_axis_tdata <= gty_rx_data;
        end
    end
    always @(posedge aclk) begin
        if (!aresetn) begin
            m_axis_tvalid <= 1'b0;
        end else begin
            if (gty_rx_valid) begin
                m_axis_tvalid <= 1'b1;
            end else if (transfer_active) begin
                m_axis_tvalid <= 1'b0;
            end
        end
    end
    always @(posedge aclk) begin
        if (!aresetn) begin
            m_axis_tlast <= 1'b0;
        end else begin
            if (gty_rx_valid && packet_complete) begin
                m_axis_tlast <= 1'b1;
            end else if (transfer_active) begin
                m_axis_tlast <= 1'b0;
            end
        end
    end
    always @(posedge aclk) begin
        if (!aresetn) begin
            m_axis_tkeep <= {(DATA_WIDTH/8){1'b0}};
        end else begin
            m_axis_tkeep <= {(DATA_WIDTH/8){1'b1}};
        end
    end
    assign gty_rx_ready = m_axis_tready || !m_axis_tvalid;
    reg [31:0] total_packets;
    reg [31:0] total_bytes;
    always @(posedge aclk) begin
        if (!aresetn) begin
            total_packets <= 32'd0;
            total_bytes <= 32'd0;
        end else if (transfer_active) begin
            total_bytes <= total_bytes + (DATA_WIDTH/8);
            if (m_axis_tlast) begin
                total_packets <= total_packets + 1'b1;
            end
        end
    end
endmodule

===== flow/run.sh =====
#!/bin/bash
# OpenROAD 26Q1-2900-gdf79404cd8, Yosys 0.63+post, stock flow scripts
make -C /OpenROAD-flow-scripts/flow DESIGN_CONFIG=/design/flow/config.mk WORK_HOME=/design/flow/orfs finish

===== flow/config.mk =====
export PLATFORM = sky130hd
export DESIGN_NAME = gty_to_axis_bridge
export DESIGN_NICKNAME = gty_to_axis_bridge
export VERILOG_FILES = /design/flow/design.v
export SDC_FILE = /design/flow/constraint.sdc
export NUM_CORES = 4
export LEC_CHECK = 1
export CORE_UTILIZATION = 50

===== flow/constraint.sdc =====
current_design gty_to_axis_bridge

set clk_period 5.0
set clk_io_pct 0.2

create_clock -name clk0 -period $clk_period [get_ports {aclk}]

set non_clock_inputs [all_inputs -no_clocks]
set_input_delay [expr $clk_period * $clk_io_pct] -clock clk0 $non_clock_inputs
set_output_delay [expr $clk_period * $clk_io_pct] -clock clk0 [all_outputs]

==> results.ini <==
[timing]
slew_viol_final = 0
worst_pin_slew_ns = 0.6713
fin_skew_ns = 0.004546
maxSlewHeadroom = 0.5525
period_needed_ns = 3.281
fin_ws_ns = 1.719
finalClockPeriodUsage = 0.6563
fmax_ghz = 0.3048
timing.hold.ws_ns = 0.4756
rsz0062_at_grt = false
finalSetupViolations = 0
tns_ns = 0
hold_viol = 0

[floorplanning]
core_util_floorplan = 0.5291
ios = 146
coreArea_um2 = 6026
num_rows = 28
die_h_um = 81.85
die_x_um = 81.85
dieArea_um2 = 6699

[critical_path]
worst-r2r-setup-slack_ns = 3.39
cp-startpoint = m_axis_tready
r2r_cells = 4
crit_path_end_kind = output port
critPathLaunchType = input port
r2r-end = m_axis_tdata[49]
critical_path.cell_chain = clkdlybuf4s50_1 -> nor2b_4 -> inv_2 -> clkdlybuf4s50_1
cpPeakStageDelay_ns = 0.66
worstPathRequired_ns = 4.00
slowest_stage = clkdlybuf4s50_1
r2r-start = m_axis_tvalid
crit_type = input port to output port
cp_data_arrival_time_ns = 2.28
crit_fanout = 7
cp_common_cell = clkdlybuf4s50_1

[yosys]
synthTopCellsByArea = dfxtp_1, a21oi_1, nand3_1
ys_sh_adder = 0.003925
synthTopLogicFamily = AND-OR/OR-AND gates
top_cell = dfxtp_1
yosys_warnings = 1
ys_cells = 384
muxShareOfSynthArea = 0.006279
syn_avg_cell_area_um2 = 8.302
xor_share = 0.005495
ys.flops = 80
syn_area_um2 = 3188
top_area_frac = 0.5024
ys_sh_aoi = 0.2386
async_flop_share = 0
common_cells = dfxtp_1, a21oi_1, nand3_1
synthCells = 384
top_area_cell = dfxtp_1
synth_cell_types = 26
simple_gate_area_frac = 0.1688
synth-edff-count = 0
yosys_area_um2 = 3188
postSynthSeqShare = 0.5024
flop_cell = dfxtp_1

[flow_run]
warnings = 30
max_cap_viol_count = 0

[clocking]
clkSlewWorstSetupHoldPaths_ns = 0.07
ctsRootBufferMaster = clkbuf_8
cts_buffer_depth = 2
clock_latency_ns = 0.34
cts_setup_buffers = 0
cts_tree = yes
cts_resized = 0
hold_buffers = 0
clock-sinks = 80
numCtsBuffers = 9
h-tree-depth = 3

[pwr]
p_int_uw = 990.8
p_per_area_nw_per_um2 = 274.8
clkPwrFrac = 0.316
switchingPower_uw = 296.0
swShare = 0.2300
combPwrFrac = 0.152
irDropWorstVdd_uv = 213.2
pwr-share-seq = 0.532
p_leak_uw = 0.001625

[finish]
stdcell_area_um2 = 4682
syn2layout_area_growth_pct = 46.86
drive_gt1_frac = 0.04810

[grt]
grt_overflow = 0
grt_max_degree = 67
grt_pass1_wl_um = 12840
antenna_found_initial = 0
grt_pass1_vias = 2745
grtUsageTotal = 0.2535

[detailed_routing]
routed_wl_um = 8478
n_antenna_cell = 0
via_count = 3219
firstDrtPassIters = 4
viasPerCell = 5.608
drc = 0
drt_iter0_markers = 183
wl_per_cell_um = 14.77
antenna_left = 0

[hold_path]
min_path_cells = 2
hold_class = flip-flop to flip-flop
min_to = m_axis_tdata[27]
hp-start = m_axis_tdata[27]

[placed_design]
dp_slack_ns = 1.730
place_area_um2 = 4522
placement.io_buffers = 142
gp_congestion = 0.8124
hpwlAfterDp_um = 5247

[outcome]
status = finished clean

==> per-stage QoR <==
stage	instances	total power (uW)	utilization
after floorplan	384	764.8	-
after global placement	561	890.7	0.7504
after detailed placement	561	894.3	0.7504
after CTS	574	1296	0.7770
after global routing	574	1347	0.7770
final	574	1287	0.7770
==> power groups by stage <==
stage / Clock (uW) / Sequential [uW] / Combinational, uW
6_report: 407 / 684 / 196
5_1_grt: 443 / 688 / 216
4_1_cts: 415 / 684 / 197
==> how the worst max path moves through the flow <==
stage / slack [ns] / cells past startpoint / to
CTS: 1.72 / 4 / gty_rx_ready
global route: 1.65 / 4 / gty_rx_ready
finish: 1.72 / 4 / gty_rx_ready
==> layer usage <==
layer | track usage | wire length (um) | vias to the layer above | share of wire
met5 | 0 | 0 | - | 0
met4 | 0.02982 | 113 | 0 | 0.013
met3 | 0.1048 | 888 | 9 | 0.10
met2 | 0.3950 | 3890 | 117 | 0.46
met1 | 0.3482 | 3586 | 1491 | 0.42
li1 | - | - | 1602 | -
==> registers in the layout, indices dropped and copies added (netlist names) <==
name	count
byte_counter	13
m_axis_tdata	64
m_axis_tkeep	1
m_axis_tlast	1
m_axis_tvalid	1
==> layout by cell type (no fill, tap or decap) <==
master and count:
inv_2 3, or3_1 3, o21ai_1 2, buf_4 5, nor2_1 3, dfxtp_1 80, o31ai_1 6, nor2b_4 1
nand4_1 4, o21ai_0 65, nand3_1 73, clkdlybuf4s50_1 141, nor4_1 3, nand2_2 1, buf_2 1, clkbuf_8 11
nand3b_1 2, or4_1 5, o211a_1 1, inv_1 2, nand4_2 1, clkinv_2 1, nand2_1 5, clkbuf_1 1
a21oi_1 74, xor2_1 2, ha_1 1, mux2i_1 2
==> cells by family after synthesis <==
family          after synthesis
xor+xnor                      2
flops                        80
simple gates                101
buf+inv                      50
fa+ha+maj                     1
compound gates              148
mux                           2
==> critical path: cells and delay by family <==
kind          cells  cell delay [ns]
simple gates      1             0.07
buf+inv           3             1.20
==> final cells by class <==
type                       count  area (um^2)
clock buffer                  12        155.1
clock inverter                 1        5.005
fill                         437         1344
inverter                       5        18.77
multi-input combinational    254         1354
sequential                    80         1602
tap                           75        93.84
timing repair buffer         147         1454
Power is estimated from default activity; no workload was simulated.
